==> flow/design.v <==
module character (
  input [7:0] x,
  input [6:0] y,
  input [7:0] yasu_x,
  input [6:0] yasu_y,
  output reg [2:0] color);
  wire [3:0] increment_x;
  wire [4:0] increment_y;
  assign increment_x = x - yasu_x;
  assign increment_y = y - yasu_y + 7'd9;
  always @ ( * ) begin
    if ((increment_x == 0 && increment_y == 5) ||
       (increment_x == 0 && increment_y == 6) ||
       (increment_x == 0 && increment_y == 7) ||
       (increment_x == 1 && increment_y == 4) ||
       (increment_x == 1 && increment_y == 5) ||
       (increment_x == 1 && increment_y == 6) ||
       (increment_x == 1 && increment_y == 7) ||
       (increment_x == 1 && increment_y == 8) ||
       (increment_x == 2 && increment_y == 3) ||
       (increment_x == 2 && increment_y == 4) ||
       (increment_x == 2 && increment_y == 5) ||
       (increment_x == 2 && increment_y == 9) ||
       (increment_x == 3 && increment_y == 2) ||
       (increment_x == 3 && increment_y == 3) ||
       (increment_x == 3 && increment_y == 4) ||
       (increment_x == 4 && increment_y == 1) ||
       (increment_x == 4 && increment_y == 2) ||
       (increment_x == 4 && increment_y == 3) ||
       (increment_x == 5 && increment_y == 0) ||
       (increment_x == 5 && increment_y == 1) ||
       (increment_x == 5 && increment_y == 2) ||
       (increment_x == 5 && increment_y == 3) ||
       (increment_x == 5 && increment_y == 4) ||
       (increment_x == 5 && increment_y == 5) ||
       (increment_x == 5 && increment_y == 6) ||
       (increment_x == 5 && increment_y == 7) ||
       (increment_x == 5 && increment_y == 8) ||
       (increment_x == 5 && increment_y == 9) ||
       (increment_x == 5 && increment_y == 10) ||
       (increment_x == 5 && increment_y == 11) ||
       (increment_x == 5 && increment_y == 12) ||
       (increment_x == 5 && increment_y == 13) ||
       (increment_x == 5 && increment_y == 14) ||
       (increment_x == 5 && increment_y == 15) ||
       (increment_x == 5 && increment_y == 16) ||
       (increment_x == 6 && increment_y == 11) ||
       (increment_x == 6 && increment_y == 12) ||
       (increment_x == 6 && increment_y == 15) ||
       (increment_x == 6 && increment_y == 16) ||
       (increment_x == 7 && increment_y == 10) ||
       (increment_x == 7 && increment_y == 17) ||
       (increment_x == 8 && increment_y == 10) ||
       (increment_x == 8 && increment_y == 12) ||
       (increment_x == 8 && increment_y == 13) ||
       (increment_x == 8 && increment_y == 17) ||
       (increment_x == 9 && increment_y == 9) ||
       (increment_x == 9 && increment_y == 15) ||
       (increment_x == 9 && increment_y == 17) ||
       (increment_x == 10 && increment_y == 9) ||
       (increment_x == 10 && increment_y == 15) ||
       (increment_x == 10 && increment_y == 17) ||
       (increment_x == 11 && increment_y == 9) ||
       (increment_x == 11 && increment_y == 15) ||
       (increment_x == 11 && increment_y == 17) ||
       (increment_x == 12 && increment_y == 10) ||
       (increment_x == 12 && increment_y == 12) ||
       (increment_x == 12 && increment_y == 13) ||
       (increment_x == 12 && increment_y == 17) ||
       (increment_x == 13 && increment_y == 10) ||
       (increment_x == 13 && increment_y == 16) ||
       (increment_x == 14 && increment_y == 11) ||
       (increment_x == 14 && increment_y == 12) ||
       (increment_x == 14 && increment_y == 13) ||
       (increment_x == 14 && increment_y == 14) ||
       (increment_x == 14 && increment_y == 15))
		 color = 3'b011;
		else
	   color = 3'b111;
  end
endmodule
==> flow/run.sh <==
#!/bin/bash
# OpenROAD 26Q1-2900-gdf79404cd8, Yosys 0.63+post, stock flow scripts
make -C /OpenROAD-flow-scripts/flow DESIGN_CONFIG=/design/flow/config.mk WORK_HOME=/design/flow/orfs finish
==> flow/config.mk <==
export PLATFORM = sky130hd
export DESIGN_NAME = character
export DESIGN_NICKNAME = character
export VERILOG_FILES = /design/flow/design.v
export SDC_FILE = /design/flow/constraint.sdc
export NUM_CORES = 4
export LEC_CHECK = 1
export CORE_AREA = 10 10 70 70
export DIE_AREA = 0 0 80 80
==> flow/constraint.sdc <==
current_design character

set clk_period 6.7
set clk_io_pct 0.2

create_clock -name clk0 -period $clk_period

set non_clock_inputs [all_inputs -no_clocks]
set_input_delay [expr $clk_period * $clk_io_pct] -clock clk0 $non_clock_inputs
set_output_delay [expr $clk_period * $clk_io_pct] -clock clk0 [all_outputs]
==> flow_summary.yaml <==
# flow metrics
pwr:
  p_sw_frac: 0.528
  switchingPower_w: 0.0000576
  p_per_area_mw_per_mm2: 118
  power.internal_w: 0.0000515
  seqPwrFrac: 0
  power_leakage_nw: 0.402
  clockPowerShare: 0
  comb_power_share: 1.000
  peakVddDrop_mv: 0.0324
placed_design:
  routabilityCongestion: 0.783
  dp.cells: 156
  place.port_buffers: 19
  dp_hpwl_um: 1280
drt:
  num_antenna_cells: 0
  routed_via_density: 4.54
  dr.pass1.iters: 4
  drc: 0
  antenna_left: 0
  wl_per_cell_um: 10.1
  dr.first_iter.drc_count: 79
  vias: 709
  routed_wl_um: 1580
grt:
  grt_max_degree: 15
  antenna_found_initial: 0
  grt_pass1_wl_um: 2900
  grt.total_usage: 0.0503
  grt_pass1_vias: 677
  grt_remaining_overflow: 0
clock_tree:
  postCtsSetupRepairBufs: 0
  hold_buffers: 0
  cts_resized: 0
die:
  die_w_um: 80
  core_area_mm2: 0.00342
  floorplan.core_util: 0.208
  chip_area_mm2: 0.00640
  rows: 21
  die_h_um: 80
  num_io_pins: 33
final_timing:
  rsz0062_at_grt: "false"
  worst_pin_slew_ps: 740
  finalHoldViolCount: 0
  fmax_ghz: 0.156
  layout_min_cycle_time_ps: 6420
  tns_ps: 0
  drv_slew: 0
  setup_viol: 0
  period_used_share: 0.959
  slew_headroom: 0.505
run:
  warning_count: 44
  cap_violations: 0
cells_and_area:
  nFillCells: 385
  final_cell_count_no_fill: 156
  syn_to_final_growth_pct: 30.4
  layout.area.seq_um2: 0
  final-comb-area_um2: 624
  nClkBuffers: 0
  post-route-util: 0.272
  seq_cells: 0
  drive_gt1_frac: 0.0364
worst_setup_path:
  path_cells: "clkdlybuf4s50_1 -> inv_1 -> ha_1 -> inv_1 -> ha_1 -> fa_1 -> xor2_1 -> a2111o_1 -> a21oi_1 -> o211a_1 -> a2111o_1 -> a2111oi_2 -> clkdlybuf4s50_1"
  path_max_fanout: 10
  end_kind: "output port"
  cp-start-kind: "input pin"
  critPathTopFamily: "AND-OR/OR-AND gates"
  cpPeakStageDelay_ps: 630
  critPathKind: "input pin to output port"
  cp_data_arrival_time_ps: 5080
  slowest_stage: "xor2_1"
  crit_required_ps: 5360
  cp.buffers_inverters: 4
synthesis:
  syn-cell-area_um2: 712
  yosysSeqAreaShare: 0
  ys_warn_count: 1
  syn_area_per_cell_um2: 7.34
  yosys_area_um2: 712
  ys_cells: 97
  netlist_instances: 97
  synthDistinctLibCells: 40
run_status:
  status: "finished clean"
worst_hold_path:
  hold_path_class: "input pin to output port"
[tightest hold or removal path, cell delays in order]
cell and delay [ps]:
clkdlybuf4s50_1 470, xnor2_1 100, xnor2_1 160, a2111o_1 100
a2111oi_2 60, clkdlybuf4s50_1 410
[layout make-up]
cell class / count / area share
inverters: 15 / 0.0606
multi-input cells: 76 / 0.673
repair buffers: 19 / 0.205
well taps: 46 / 0.0620
[Yosys cell counts (2+ instances only)]
library cell	n	area share
inv_1	15	0.079
ha_1	10	0.18
a21oi_1	7	0.049
nor2_1	5	0.026
nor3_1	4	0.028
nor4_1	4	0.035
xnor2_1	4	0.049
xor2_1	4	0.049
clkbuf_1	3	0.016
a2111o_1	2	0.032
and2_1	2	0.018
buf_4	2	0.021
fa_1	2	0.056
nand2_1	2	0.011
nand3_1	2	0.014
nand3b_1	2	0.021
nand4_1	2	0.018
o21ai_0	2	0.014
o22ai_1	2	0.018
[power by group through the flow]
| stage | clock, W | combinational [W] | sequential [W] |
|---|---|---|---|
| after CTS | 0 | 0.000109 | 0 |
| after global routing | 0 | 0.000123 | 0 |
| final | 0 | 0.000109 | 0 |
[kinds of logic after synthesis]
kind of cell,synth area share
AOI/OAI and AO/OA,0.248
other,0.00527
xor gates and xnor gates,0.130
adders and majority gates,0.232
buffers and inverters,0.128
muxes,0.0141
and+or+nand+nor,0.243
[cells in the final DEF (no fill, tap or decap), drive strengths merged, types with 2 or more instances in the layout]
cell type,instances
a2111o,2
a21oi,7
and2,2
clkdlybuf4s50,19
conb,2
fa,2
ha,10
inv,15
nand2,2
nand3,2
nand3b,2
nand4,2
nor2,5
nor3,4
nor4,4
o21ai,2
o22ai,2
xnor2,4
xor2,4
[worst paths after layout]
kind	from	endpoint	slack [ps]	cells after the start
worst max-delay path	y[1]	color[2]	280	13
worst min-delay path	x[3]	color[2]	3980	6
[metal layers]
metal  up-vias  track usage  share of wire
met4         0            0              0
li1        378            -              -
met1       314       0.0802           0.54
met5         -            0              0
met3         0       0.0102          0.068
met2        17       0.0706           0.39
[stage by stage]
stage	power (W)	setup WS [ps]	cell area, um2	hold slack, ps
global placement	0.000106	285	928	4010
finish	0.000109	276	928	3980
floorplan	0.0000804	1600	716	3030
CTS	0.000109	276	928	4010
global route	0.000123	75.4	928	4100
detailed placement	0.000108	301	928	4000
No activity file was given, so power comes from the tool's default toggle rates.
