==> /design/flow/design.v <==
module Signal_Analyser (left, read, read_ready, clk_50, clk_60hz, resetn, jump, walk);
  input [23:0] left;
  input read_ready;
  input clk_60hz;
  input clk_50;
  input resetn;
  output jump;
  output walk;
  output reg read;
  reg [23:0] valid_left;
  volumn vlm(valid_left, read_ready, clk_50, resetn, clk_60hz, jump, walk);
	always @(posedge clk_50)
	begin
	read = 0;
	if(read_ready == 1) begin
	   valid_left <= left;
		read <= 1;
		end
	else
		valid_left <= valid_left;
	end
endmodule  
module volumn (left, read_ready, clk_50, resetn, clk_60hz, jump, walk);
  input [23:0] left;
  input read_ready;
  input clk_50;
  input clk_60hz;
  input resetn;
  output reg jump;
  output reg walk;
  wire [23:0] abs_left;
  reg [23:0] maximum;
  absolute_value abs(left, abs_left);
  always @(posedge clk_50)
  begin
	if(read_ready == 1)
	begin
		if (abs_left >= 24'h0fffff)
		jump <= 1;
		if (abs_left >= 24'h01ffff)
		walk <= 1;
		else
		begin
		jump <= 0;
		walk <= 0;
		end
	end
	else
		begin
		walk <= walk;
		jump <= jump;
		end
  end
endmodule  
module absolute_value(in, out);
  input [23:0] in;
  output reg [23:0] out;
  always @ ( * ) begin
    if (in[23] == 1'b1)
      out = -in;
    else
      out = in;
  end
endmodule
==> /design/flow/run.sh <==
#!/bin/bash
# OpenROAD 26Q1-2900-gdf79404cd8, Yosys 0.63+post, stock flow scripts
make -C /OpenROAD-flow-scripts/flow DESIGN_CONFIG=/design/flow/config.mk WORK_HOME=/design/flow/orfs finish
==> /design/flow/config.mk <==
export PLATFORM = sky130hd
export DESIGN_NAME = Signal_Analyser
export DESIGN_NICKNAME = Signal_Analyser
export VERILOG_FILES = /design/flow/design.v
export SDC_FILE = /design/flow/constraint.sdc
export NUM_CORES = 4
export LEC_CHECK = 1
export CORE_UTILIZATION = 30
==> /design/flow/constraint.sdc <==
current_design Signal_Analyser

set clk_period 5.9
set clk_io_pct 0.2

create_clock -name clk0 -period $clk_period [get_ports {clk_50}]

set non_clock_inputs [all_inputs -no_clocks]
set_input_delay [expr $clk_period * $clk_io_pct] -clock clk0 $non_clock_inputs
set_output_delay [expr $clk_period * $clk_io_pct] -clock clk0 [all_outputs]
==> impl_metrics.yaml <==
# flow metrics
clock_network:
  cts_root_buf: "clkbuf_8"
  cts_tree: "built"
  cts_setup_buffers: 0
  cts_buffers: 3
  htree_levels: 1
  post_cts_resized: 0
  clk_path_buf_depth: 2
  cts_hold_buf: 0
  clkSinkCount: 27
  clock.latency.late_pin_ns: 0.26
  cts.clk_slew.worst_paths_ns: 0.08
sta:
  slew_viol_final: 0
  finClkSkew_ns: 0.00171
  fmax_mhz: 337
  fin_crit_sh_pct: 50.3
  grt_setup_unrepaired: "false"
  max_slew_margin_pct: 61.3
  setup_viol: 0
  period_minus_slack_ns: 2.97
  fin_hold_ws_ns: 0.788
  fin_tns_setup_ns: 0
  max_slew.worst_pin.slew_ns: 0.580
  hold_viol: 0
  fin_ws_ns: 2.93
min_path:
  hold-path-cell-count: 3
  hp-class: "reg2reg"
grt:
  grt_usage_pct: 11.3
  grt_pass1_wl_mm: 4.51
  grt_max_degree: 28
  grt_pass1_vias: 984
  grt_remaining_overflow: 0
  antenna_found_initial: 0
synthesis:
  area_leaders: "edfxtp_1, nor2_1, a2111oi_4"
  top_area_cell: "edfxtp_1"
  synth_area_per_cell_um2: 12.3
  flop_cell: "edfxtp_1"
  ys_top_cells_by_count: "edfxtp_1, nor2_1, inv_1, nor3_1"
  async_reset_ff_share_pct: 0
  top_area_share_pct: 54.0
  edf_count: 26
  ys_seq_share_pct: 55.4
  syn-cell-area_um2: 1450
  ys_cells: 118
  synthCells: 118
  synth_dominant_cell_count: "edfxtp_1"
  numSynthFlops: 27
  synth.distinct_cells: 50
  yosys_area_um2: 1450
  yosys_warnings: 3
worst_setup_path:
  arrival_ns: 2.94
  worstPathRequired_ns: 5.87
  path_cells: "clkinv_1 -> or4_1 -> o22ai_2 -> o211ai_2 -> a2111oi_4 -> mux2i_1 -> a21boi_1"
  end_kind: "flip-flop"
  worstRegToRegCells: 7
  worst_path_largest_cell_delay_ns: 0.72
  cp_max_fo: 17
  worstSetupPathType: "reg2reg"
  critPathSlowestCell: "edfxtp_1"
  startpoint_type: "flip-flop"
drt:
  num_vias: 1096
  drt_iter0_drc: 29
  drt_pass1_iterations: 4
  wl_mm: 2.68
  detail-route-antenna-nets: 0
  drt_drc_violations_left: 0
  n_antenna_cell: 0
  via_per_inst: 5.48
  routedWlPerCell_um: 13.4
floorplan:
  die-area_um2: 5100
  core_area_um2: 4500
  num_io_pins: 31
  die_h_um: 71.4
  initCoreUtil_pct: 32.1
  die_w_um: 71.4
  rows: 24
placed_design:
  hpwl_mm: 1.97
  io_buffer_count: 28
  place.gp.congestion: 0.899
  pre_cts_slack_ns: 2.98
  placed_area_um2: 1790
power_and_ir_drop:
  vdd_drop_max_mv: 0.122
  p_leak_nw: 0.594
  power.density_nw_per_um2: 216
cells_and_area:
  syn2layout_area_growth_pct: 26.6
  fin_util_pct: 40.7
  drive_gt1_share_pct: 8.78
  final_area_um2: 1830
run:
  warning_count: 27
  cap_violations: 0
run_status:
  status: "completed"
==> metrics by stage <==
stage / total power, mW / cells
after CTS: 0.401 / 200
after floorplan: 0.272 / 118
after global placement: 0.301 / 196
after detailed placement: 0.302 / 196
after global routing: 0.419 / 200
final: 0.396 / 200
==> final cells by class <==
type | instances | area, um2
clock buffers | 4 | 45.0
fillers | 406 | 2670
inverters | 7 | 26.3
multi-input cells | 81 | 607
flip-flops and latches | 27 | 801
well taps | 52 | 65.1
repair buffers | 29 | 288
==> cells by family (layout without fill, tap and decap cells) <==
logic type	count (synthesis)	after routing	synth area share (%)
flops	27	27	55.4
xor+xnor	2	2	1.21
mux	2	2	1.38
fa+ha+maj	1	1	0.865
compound gates	26	26	16.0
simple gates	50	50	22.5
buf+inv	10	40	2.68
==> final timing paths <==
| check | from | to | slack (ns) |
|---|---|---|---|
| worst min register to register | valid_left[21] | vlm.walk | 0.79 |
| worst max-delay path | valid_left[23] | vlm.jump | 2.93 |
| worst max register to register | valid_left[23] | vlm.jump | 2.93 |
| worst min-delay path | valid_left[21] | vlm.walk | 0.79 |
==> layer usage <==
metal / wire, um / up-vias / part of all wire [%] / track usage, %
met4: 34 / 0 / 1.3 / 2.00
met2: 1230 / 42 / 46 / 16.6
met1: 1270 / 511 / 47 / 19.4
li1: - / 541 / - / -
met5: 0 / - / 0 / 0
met3: 150 / 2 / 5.6 / 1.28
==> flip-flops by register name, indices dropped and copies added (netlist names) <==
name and flops:
read 1, valid_left 24, vlm.jump 1, vlm.walk 1
==> worst max-delay path: cells and delay by family, from the launching register on <==
family                 cells  cell delay [ns]
AND-OR/OR-AND              4             0.82
AND/OR/NAND/NOR            1             0.57
multiplexers               1             0.12
buffers and inverters      1             0.44
flip-flops                 1             0.72
==> power by group <==
part	total (mW)	switching, mW	internal, mW	leakage [nW]
Sequential	0.246	0.0196	0.227	0.260
Clock	0.0976	0.0494	0.0482	0.0228
Combinational	0.0520	0.0213	0.0307	0.311
Total	0.396	0.0903	0.306	0.594
==> cell usage in the layout, fill, tap and decap left out, types with 3 or more instances in the layout <==
cell type / instances
inv_1: 6
nor3_1: 5
nor2_1: 9
or4_1: 3
clkbuf_8: 3
and3_1: 3
nand2_1: 4
clkdlybuf4s50_1: 28
o22ai_1: 3
edfxtp_1: 26
or3_1: 4
nand3_1: 4
Power is estimated from default activity; no workload was simulated.
